$ cat flow/run.sh
#!/bin/bash
# OpenROAD 26Q1-2900-gdf79404cd8, Yosys 0.63+post, stock flow scripts
make -C /OpenROAD-flow-scripts/flow DESIGN_CONFIG=/design/flow/config.mk WORK_HOME=/design/flow/orfs finish
$ cat flow/constraint.sdc
current_design control

set clk_period 4.1
set clk_io_pct 0.2

create_clock -name clk0 -period $clk_period [get_ports {clk}]

set non_clock_inputs [all_inputs -no_clocks]
set_input_delay [expr $clk_period * $clk_io_pct] -clock clk0 $non_clock_inputs
set_output_delay [expr $clk_period * $clk_io_pct] -clock clk0 [all_outputs]
$ cat flow/config.mk
export PLATFORM = sky130hd
export DESIGN_NAME = control
export DESIGN_NICKNAME = control
export VERILOG_FILES = /design/flow/design.v
export SDC_FILE = /design/flow/constraint.sdc
export NUM_CORES = 4
export LEC_CHECK = 1
export CORE_UTILIZATION = 30
$ cat flow/design.v
module Project
	(
		CLOCK_50,						 
        KEY,
        SW,
		LEDR,
		HEX0, HEX1, HEX4, HEX5,
		VGA_CLK,   						 
		VGA_HS,							 
		VGA_VS,							 
		VGA_BLANK_N,						 
		VGA_SYNC_N,						 
		VGA_R,   						 
		VGA_G,	 						 
		VGA_B   						 
	);
	input			CLOCK_50;				 
	input   [17:0]   SW;
	input   [3:0]   KEY;
	output [17:0] LEDR;
	output [6:0] HEX0, HEX1, HEX4, HEX5;
	output			VGA_CLK;   				 
	output			VGA_HS;					 
	output			VGA_VS;					 
	output			VGA_BLANK_N;				 
	output			VGA_SYNC_N;				 
	output	[9:0]	VGA_R;   				 
	output	[9:0]	VGA_G;	 				 
	output	[9:0]	VGA_B;   				 
	wire resetn;
	assign resetn = (p1_score == 4'd10 | p2_score == 4'd10) ^ 1'b1;
	wire [2:0] colour;
	wire [7:0] x;
	wire [6:0] y;
	wire writeEn;
	vga_adapter VGA(
			.resetn(1'b1),
			.clock(CLOCK_50),
			.colour(colour),
			.x(x),
			.y(y),
			.plot(1'b1),
			.VGA_R(VGA_R),
			.VGA_G(VGA_G),
			.VGA_B(VGA_B),
			.VGA_HS(VGA_HS),
			.VGA_VS(VGA_VS),
			.VGA_BLANK(VGA_BLANK_N),
			.VGA_SYNC(VGA_SYNC_N),
			.VGA_CLK(VGA_CLK));
		defparam VGA.RESOLUTION = "160x120";
		defparam VGA.MONOCHROME = "FALSE";
		defparam VGA.BITS_PER_COLOUR_CHANNEL = 1;
		defparam VGA.BACKGROUND_IMAGE = "black.mif";
	custom_clk h_clk (1, CLOCK_50, 26'd2, half_clk);
	custom_clk f_clk (1, CLOCK_50, 26'd833_333, sixtyhz_clk);
	wire [2:0] state;
	wire sixtyhz_clk, half_clk;
	draw_control_center dcc(
		.clk(half_clk),
		.state(state),
		.init_x(init_x_out),
		.init_y(init_y_out),
		.ui_x(ui_x_out),
		.ui_y(ui_y_out),
		.p_x(p_x_out),
		.p_y(p_y_out),
		.b_x(b_x_out),
		.b_y(b_y_out),
		.x_out(x),
		.y_out(y),
		.colour_out(colour)
		);
    control c0(
		.clk(half_clk),
		.sixtyhz_clk(sixtyhz_clk),
		.resetn(resetn),
		.paddle_control(!SW[3] | !SW[2] | !SW[1] | !SW[0]),
		.state(state)
		);
	wire [7:0] init_x_out;
	wire [6:0] init_y_out;
	init d_init(
		.clk(half_clk),
		.resetn(resetn),
		.state(state),
		.x_out(init_x_out),
		.y_out(init_y_out)
		);
	wire [7:0] ui_x_out;
	wire [6:0] ui_y_out;
	ui d_ui(
		.clk(half_clk),
		.resetn(resetn),
		.state(state),
		.x_out(ui_x_out),
		.y_out(ui_y_out)
		);
	wire [7:0] p_x_out;
	wire [6:0] p_y_out;
	paddles p(
		.clk(half_clk),
		.sixtyhz_clk(sixtyhz_clk),
		.resetn(resetn),
		.state(state),
		.inc_p1_y(!SW[3]),
		.dec_p1_y(!SW[2]),
		.inc_p2_y(!SW[1]),
		.dec_p2_y(!SW[0]),
		.cpu(SW[17]),
		.b_x(b_x_out),
		.b_y(b_y_out),
		.paddle1_x(p1_x),
		.paddle1_y(p1_y),
		.paddle2_x(p2_x),
		.paddle2_y(p2_y),
		.x_out(p_x_out),
		.y_out(p_y_out),
		);
	wire [7:0] b_x_out;
	wire [6:0] b_y_out;
	wire [3:0] p1_score;
	wire [3:0] p2_score;
	wire [7:0] p1_x, p2_x;
	wire [6:0] p1_y, p2_y;
	ball b(
		.clk(half_clk),
		.sixtyhz_clk(sixtyhz_clk),
		.resetn(resetn),
		.state(state),
		.p1_x(p1_x),
		.p1_y(p1_y),
		.p2_x(p2_x),
		.p2_y(p2_y),
		.force_applied(KEY[1]),
		.x_out(b_x_out),
		.y_out(b_y_out),
		.p1_score(p1_score),
		.p2_score(p2_score),
		.LEDR(LEDR)
		);
	score_display s_display(
		.p1_score(p1_score),
		.p2_score(p2_score),
		.p1_ones(HEX0[6:0]),
		.p1_tens(HEX1[6:0]),
		.p2_ones(HEX4[6:0]),
		.p2_tens(HEX5[6:0])
	);
endmodule
module control(
	input clk,
	input sixtyhz_clk,
	input resetn,
	input paddle_control,
	output [2:0] state
	);
	reg [2:0] current_state, next_state;
	assign state = current_state;
	localparam S_INIT = 3'd0,
					S_DRAW_UI = 3'd1,
					S_DRAW_BALL = 3'd2,
					S_ERASE_BALL = 3'd3,
					S_DRAW_PADDLES = 3'd4,
					S_ERASE_PADDLES = 3'd5;
	always@(clk)
	begin: state_table
		   next_state = S_INIT;
		   case (current_state)
				S_INIT: next_state = initialized ? S_DRAW_UI : S_INIT;
				S_DRAW_UI: next_state = ui_drawn ? S_DRAW_PADDLES : S_DRAW_UI;
				S_DRAW_PADDLES: next_state = paddles_drawn ? S_ERASE_BALL : S_DRAW_PADDLES;
				S_DRAW_BALL: next_state = sixtyhz_clk? S_INIT : S_DRAW_BALL;
				S_ERASE_PADDLES: next_state = paddles_erased ? S_DRAW_PADDLES : S_ERASE_PADDLES;
				S_ERASE_BALL: next_state = S_DRAW_BALL;
		   endcase
	end
	wire initialized, ui_drawn, paddles_drawn, paddles_erased;
	custom_clk init_clk (current_state == S_INIT, clk, 26'd19200, initialized);
	custom_clk ui_clk (current_state == S_DRAW_UI, clk, 26'd250, ui_drawn);  
	custom_clk p_clk_1 (current_state == S_DRAW_PADDLES, clk, 26'd41, paddles_drawn);  
	custom_clk p_clk_2 (current_state == S_ERASE_PADDLES, clk, 26'd40, paddles_erased);  
	always@(posedge clk)
	begin: state_FFs
		if (!resetn) begin
			current_state <= S_INIT;
		end
		else begin
			current_state <= next_state;
		end
	end
endmodule
module custom_clk(input enable, input default_clk, input [25:0] threshold, output reg pulse);
	reg [25:0] counter;
	always@(posedge default_clk)
	begin
		if (counter >= (threshold - 1'b1)) begin
			counter <= 0;
			pulse <= 1;
		end else if (enable) begin
			counter <= counter + 1'b1;
			pulse <= 0;
		end else begin
			counter <= 0;
			pulse <= 0;
		end
	end
endmodule
==> impl_metrics.json <==
{
  "status": "complete, no violations",
  "grt_util_met2_pct": 12.84,
  "htreeDepth": 3,
  "grt_max_degree": 20,
  "syn_inst": 288,
  "cp.required_ns": 3.28,
  "routabilityCongestion": 0.7241,
  "antenna_found_initial": 0,
  "critPathKind": "reg2out",
  "grt_use_total_pct": 8.239,
  "min_from": "p_clk_1.counter[0]$_SDFF_PP0_",
  "drv_slew": 0,
  "synth-edff-count": 0,
  "r2r_end": "init_clk.counter[6]$_SDFF_PP0_",
  "dpl.hpwl_um": 2798,
  "critical-path-slowest-cell": "dfxtp_1",
  "totalNegativeSetupSlack_ns": 0,
  "top_area_share_pct": 65.25,
  "netlist.top_cell.by_area": "dfxtp_1",
  "clock-skew-final_ns": 0.003612,
  "core-area_um2": 10940,
  "die_w_um": 108.6,
  "post_cts_resize_count": 0,
  "drt-total-wl_um": 4243,
  "die_height_um": 108.6,
  "post-synth-top-count-cell": "dfxtp_1",
  "fin_crit_sh_pct": 55.48,
  "min_to": "p_clk_1.counter[0]$_SDFF_PP0_",
  "wire_per_inst_um": 8.287,
  "clkTransAtPathRegs_ns": 0.07,
  "setup_viol": 0,
  "leakagePower_nw": 1.576,
  "topCellsByArea": "dfxtp_1 (65%), xnor2_1 (3.9%), xor2_1 (3.1%)",
  "cellPowerDensity_nw_per_um2": 479.8,
  "fp_util_pct": 31.14,
  "busiest_layer": "met2",
  "syn_area_um2": 3406,
  "finalHoldViolations": 0,
  "maxCapViolCount": 0,
  "vias_per_cell": 3.846,
  "yosys_warnings": 2,
  "ys_ff": 111,
  "synthDistinctLibCells": 36,
  "syn_to_final_growth_pct": 21.57,
  "critPathTopFamily": "flip-flops",
  "grt_pass1_vias": 1802,
  "dr.first_iter.drc_count": 46,
  "antenna_left": 0,
  "r2r_slack_ns": 2.14,
  "peakVddDrop_mv": 0.3005,
  "warnings": 30,
  "use_met1_pct": 12.01,
  "dr.pass1.iters": 4,
  "synth-main-ff-cell": "dfxtp_1",
  "rsz0062_at_grt": "false",
  "portBuffers": 5,
  "ys_cells": 288,
  "syn_avg_cell_area_um2": 11.83,
  "cts.sinks": 111,
  "path_cells": "clkdlybuf4s50_1",
  "grtUsageMet3_pct": 2.086,
  "p_total_mw": 1.987,
  "reg2reg_depth": 4,
  "hold_path_depth": 1,
  "fmax_mhz": 439.6,
  "cp_max_fo": 14,
  "grt_overflow": 0,
  "critPathBufInv": 1,
  "antennaDiodeCount": 0,
  "synthArstFlopShare_pct": 0,
  "ys_top_cells_by_count": "dfxtp_1 (111), nor2_1 (25), nand3_1 (17), nor3_1 (15), xnor2_1 (15)",
  "crit_cells": 1,
  "r2r-start": "init_clk.counter[17]$_SDFF_PP0_",
  "nFillCells": 1046,
  "fin_area_um2": 4140,
  "chipArea_um2": 11780,
  "cts_tree": "done",
  "drcViolationCount": 0,
  "num_rows": 38,
  "layout-drive-gt1-share_pct": 7.796,
  "maxSlewHeadroom_pct": 49.69,
  "io_pins": 7,
  "cp_slowest_stage_delay_ns": 0.58,
  "clock_latency_ns": 0.33,
  "cts_made_buffers": 9,
  "hold_buffers": 0,
  "clk_path_buf_depth": 2,
  "hold_ws_ns": 0.4564,
  "post_cts_buffers": 0,
  "critPathArrivalTime_ns": 1.45,
  "holdCritPathClass": "reg2reg",
  "worstMarginPinSlew_ns": 0.7547,
  "fin_cells": 512,
  "place_area_um2": 3860,
  "num_vias": 1969,
  "period_needed_ns": 2.275,
  "dp.cells": 496,
  "ys_seq_share_pct": 65.25,
  "setup.worst_path.start_class": "flop",
  "ys_area_um2": 3406,
  "cp-end-kind": "output port",
  "grt_pass1_wl_um": 7679,
  "cts_root_buf": "clkbuf_16"
}
==> registers in the layout, indices dropped and copies added (netlist names) <==
register	cells
p_clk_1.pulse	1
ui_clk.counter	26
init_clk.pulse	1
ui_clk.pulse	1
init_clk.counter	26
p_clk_2.counter	26
p_clk_1.counter	26
p_clk_2.pulse	1
current_state	3
==> cell type report <==
cell class	count	area, um^2	area share [%]
clock buffers	10	229.0	5.530
multi-input cells	231	1379	33.30
well taps	140	175.2	4.231
inverters	9	33.78	0.8160
clock inverters	6	51.30	1.239
repair buffers	5	50.05	1.209
flip-flops and latches	111	2222	53.67
==> placed cells by master (no fill, tap or decap), types with 3 or more instances in the layout <==
cell             synthesis  routed
xor2_1                  12      12
nor3_2                   8       8
clkbuf_16                0       9
nand2_1                  6       6
nor4_1                  14      14
ha_1                     7       7
and3_1                   6       6
inv_1                    9       9
nor3_1                  15      15
a211o_1                  3       3
clkdlybuf4s50_1          0       5
xnor2_1                 15      15
nand2b_1                 4       4
nand4_1                  6       6
nor2_1                  25      25
or4_1                    4       4
inv_6                    0       3
nand3_1                 17      17
conb_1                   1      69
dfxtp_1                111     111
==> worst max path at each step <==
| stage | startpoint | endpoint | slack [ns] |
|---|---|---|---|
| finish | current_state[0]$_SDFF_PN0_ | state[0] | 1.83 |
| global route | current_state[0]$_SDFF_PN0_ | state[0] | 1.75 |
| CTS | current_state[0]$_SDFF_PN0_ | state[0] | 1.82 |
==> per-layer routing <==
layer | share of wire (%) | routed length, um | vias up
met5 | 0 | 0 | -
met4 | 1.1 | 47 | 0
met3 | 3.3 | 139 | 4
met2 | 45 | 1919 | 15
met1 | 50 | 2136 | 864
li1 | - | - | 1086
==> through the flow <==
| step | worst slack, ns | utilization (%) |
|---|---|---|
| after floorplan | 2.366 | - |
| after global placement | 2.151 | 35.30 |
| after detailed placement | 2.130 | 35.30 |
| after CTS | 1.820 | 37.86 |
| after global routing | 1.754 | 37.86 |
| final | 1.825 | 37.86 |
==> worst reg2reg max path: cells and delay by family, from the launching register on <==
family	cells	cell delay, ns
flip-flops	1	0.30
AND/OR/NAND/NOR	3	1.04
AND-OR/OR-AND	1	0.50
==> kinds of logic (layout without fill, tap and decap cells) <==
logic type	after synthesis	count (layout)	synth area share, %
other	1	69	0.1101
buffers and inverters	14	30	1.763
AND-OR/OR-AND	13	13	3.638
adder cells (fa/ha/maj)	7	7	2.572
flip-flops	111	111	65.25
XOR/XNOR	27	27	6.944
AND/OR/NAND/NOR	115	115	19.73
==> power breakdown <==
part,total [mW],internal (mW),switching [mW]
Clock,0.797,0.423,0.374
Combinational,0.0549,0.0199,0.0350
Sequential,1.14,1.12,0.0174
Power and IR drop assume default switching activity.
