File: flow/design.v
module paddles(input clk, input sixtyhz_clk, input resetn, input [2:0] state,
					input inc_p1_y,
					input dec_p1_y,
					input inc_p2_y,
					input dec_p2_y,
					input cpu,
					input [7:0] b_x,
					input [6:0] b_y,
					output reg [7:0] paddle1_x,
					output reg [6:0] paddle1_y,
					output reg [7:0] paddle2_x,
					output reg [6:0] paddle2_y,
					output reg [7:0] x_out, output reg [6:0] y_out
					);
	reg [4:0] counter;
	reg drawn_paddle_1;
	initial begin
		paddle1_x <= 8'd5;
		paddle1_y <= 7'd75;
		paddle2_x <= 8'd155;
		paddle2_y <= 7'd75;
	end
	always@(posedge sixtyhz_clk)
	begin
		if (!resetn) begin
			paddle1_x <= 8'd5;
			paddle1_y <= 7'd75;
			paddle2_x <= 8'd155;
			paddle2_y <= 7'd75;
		end else begin
			if (state != 3'd4 && state != 3'd5) begin
				if (inc_p1_y == 1'd1) begin
					if ((paddle1_y + 7'd20) < 7'd119) begin
						paddle1_y <= paddle1_y + 1'b1;
					end
				end
				else if (dec_p1_y == 1'd1) begin
					if (paddle1_y > 7'd31) begin
						paddle1_y <= paddle1_y - 1'b1;
					end
				end
				if (!cpu) begin
					if (inc_p2_y == 1'd1) begin
						if ((paddle2_y + 7'd20) < 7'd119) begin
							paddle2_y <= paddle2_y + 1'b1;
						end
					end else if (dec_p2_y == 1'd1) begin
						if (paddle2_y > 7'd31) begin
							paddle2_y <= paddle2_y - 1'b1;
						end
					end
				end else begin
					if (b_y < (paddle2_y + 7'd10)) begin
						if (paddle2_y > 7'd31) begin
							paddle2_y <= paddle2_y - 1'b1;
						end
					end else if (b_y > (paddle2_y + 7'd10)) begin
						if ((paddle2_y + 7'd20) < 7'd119) begin
							paddle2_y <= paddle2_y + 1'b1;
						end
					end
				end
			end
		end
	end
	always@(posedge clk)
	begin
		if (!resetn || state != 3'd4) begin
			drawn_paddle_1 <= 1'b0;
			counter <= 5'b0;
		end else begin
			if (drawn_paddle_1 == 1'b0) begin
				x_out <= paddle1_x;
				y_out <= paddle1_y + counter;
				if (counter == 5'd20) begin
					drawn_paddle_1 <= 1'b1;
					counter <= 5'b0;
				end else begin
					counter <= counter + 1'b1;
				end
			end else if (drawn_paddle_1 == 1'b1) begin
				x_out <= paddle2_x;
				y_out <= paddle2_y + counter;
				if (counter == 5'd20) begin
					drawn_paddle_1 <= 1'b0;
					counter <= 5'b0;
				end else begin
					counter <= counter + 1'b1;
				end
			end
		end
	end
endmodule
File: flow/run.sh
#!/bin/bash
# OpenROAD 26Q1-2900-gdf79404cd8, Yosys 0.63+post, stock flow scripts
make -C /OpenROAD-flow-scripts/flow DESIGN_CONFIG=/design/flow/config.mk WORK_HOME=/design/flow/orfs finish
File: flow/config.mk
export PLATFORM = sky130hd
export DESIGN_NAME = paddles
export DESIGN_NICKNAME = paddles
export VERILOG_FILES = /design/flow/design.v
export SDC_FILE = /design/flow/constraint.sdc
export NUM_CORES = 4
export LEC_CHECK = 1
export CORE_UTILIZATION = 40
File: flow/constraint.sdc
current_design paddles

set clk_period 2.8
set clk_io_pct 0.2

create_clock -name clk0 -period $clk_period [get_ports {clk}]
create_clock -name clk1 -period $clk_period [get_ports {sixtyhz_clk}]

set non_clock_inputs [all_inputs -no_clocks]
set_input_delay [expr $clk_period * $clk_io_pct] -clock clk0 $non_clock_inputs
set_output_delay [expr $clk_period * $clk_io_pct] -clock clk0 [all_outputs]
==> ci_impl_report.md <==
## Implementation flow summary

| Metric | Value |
|---|---|
| Vias in the first global route | about 1700 |
| Finished Cell Area | between 3000 and 4000 µm² |
| Final Max Slew Viols | 0 |
| Core area | ~6000 µm² |
| Crit path required time | just under 3 ns |
| Max rail drop VDD | 0.4047 mV |
| Largest net degree at the start of global routing | 20 |
| Synthesized area | 2517 µm² |
| Final setup fails | 0 |
| Fraction of registers with async set/reset | 0% |
| Status | complete, no violations |
| # fillers | 544 |
| Main flop type after synthesis | dfxtp_1 |
| Crit path max fanout | 6 |
| Gp weighted congestion | just over 0.9 |
| CP max-delay cell | or3_1 |
| HPWL after DPL | ~4000 µm |
| Sequential share of the synthesized area | between 20% and 30% |
| Area figure in the yosys stat output | about 2500 µm² |
| Die ar. | approximately 6600 µm² |
| Port Buffers | between 40 and 50 |
| RR Startpoint | paddle2_y[3]$_SDFFE_PN1P_ |
| Synth warnings | 1 |
| DR pass1 iterations | 4 |
| Clock transition at path regs | roughly 0.07 ns |
| Initial Util | a little over two fifths |
| EDFF count, synth | 9 |
| Antenna Cells | 0 |
| Slew headroom | about two thirds |
| Final hold violations | 0 |
| # Cells Yosys | ~270 |
| Crit path largest cell delay | between 0.3 and 0.4 ns |
| Dpl cell area | between 3000 and 4000 µm² |
| FF+latch count, synth | 29 |
| TritonCTS clock tree | done |
| Overflow after GRT | 0 |
| Fin Clk Skew | just over 0.006 ns |
| # rows | 28 |
| Total track usage | 16.27% |
| Drt via density | approximately 4.9 |
| CP startpoint kind | register |
| Layout cell share with drive strength beyond 1 | ~18% |
| CTS sink count | 29 |
| DRC Markers | 0 |
| Post-route ant nets | 0 |
| DRT Wirelength | roughly 5100 µm |
| Post-synthesis average cell area | 9.221 µm² |
| Register area | approximately 670 µm² |
| Wirelength per Cell | approximately 13 µm |
| Crit path cell chain | inv_2, ha_4, a21oi_4, nor3_2, xnor2_1, ha_1, nand2_1, o211ai_1, o22ai_2, buf_6, or3_1, a21oi_2, mux2i_1 |
| Area grow syn2layout | 26.79% |
| Die W | just over 80 µm |
| Worst setup EP type | register |
| First-pass GRT wire length | about 8200 µm |
| RSZ-0062 raised after global routing | true |
| Finished Core Util | 53.28% |
| Logic area | ~1700 µm² |
| CP startpoint | paddle2_y[3]$_SDFFE_PN1P_ |
| Max_cap viols | 0 |
| Number of top-level pins | 71 |
| Dominant logic cell type in the layout | clkdlybuf4s50_1 |
| Tightest Pin Transition | between 0.5 and 0.6 ns |
| Routed vias | 1993 |
| Min-delay worst type | reg -> reg |
| PwrDens | about 730 nW/µm² |
| Critical path class | reg -> reg |
| Top Layout Cells | clkdlybuf4s50_1 (42), ha_1 (28), inv_1 (20), nand2_1 (20) |
| Critical Path AT | 2.84 ns |
| Initial antenna violation count | 0 |
| Leakage power | 1.333 nW |
| Netlist cell types | 61 |
| Die extent in y | 81.33 µm |
| Worst Min Path Start | counter[0]$_SDFF_PP0_ |
| Gate Count Post-Synth | about 270 |
| Initial drt markers | 38 |
| OpenROAD warning count | 42 |
-- worst max-delay path: cells and delay by family, from the launching register on --
family | cells | cell delay (ns)
adder cells (fa/ha/maj) | 2 | 0.49
multiplexers | 1 | 0.18
buffers and inverters | 2 | 0.22
flip-flops | 1 | 0.34
AND/OR/NAND/NOR | 3 | 0.52
AND-OR/OR-AND | 4 | 0.70
XOR/XNOR | 1 | 0.14
-- final timing paths --
kind | endpoint | slack, ns | depth (start not counted)
min reg2reg | counter[0]$_SDFF_PP0_ | 0.49 | 1
min in group clk1 | paddle1_y[0]$_SDFFE_PN1P_ | 0.62 | 2
max reg2reg | paddle2_y[4]$_SDFFE_PN0P_ | 0.14 | 13
max in group clk0 | y_out[6]$_DFFE_PN_ | 0.53 | 10
max | paddle2_y[4]$_SDFFE_PN0P_ | 0.14 | 13
min | counter[0]$_SDFF_PP0_ | 0.49 | 1
-- final cells by class --
class / count / area share, %
well taps: 75 / 2.940
inverters: 22 / 2.587
multi-input cells: 210 / 51.86
clock buffers: 8 / 3.136
repair buffers: 63 / 18.35
flip-flops and latches: 29 / 21.13
-- metal layers --
layer / share of wire (%) / GRT usage, %
met5: 0 / 0
met2: 43 / 24.08
met3: 4.0 / 1.710
met1: 52 / 25.97
met4: 1.1 / 3.036
-- cell families (layout without fill, tap and decap cells) --
family	count (synthesis)	after routing	share of synthesized area, %
xor+xnor	19	19	6.610
buf+inv	51	93	12.53
flops	29	29	26.64
fa+ha+maj	31	31	16.00
compound gates	54	54	16.35
mux	16	16	6.809
simple gates	71	71	14.76
other cells	2	19	0.2983
-- registers in the layout, summed over array words and instances, names as in the netlist --
| register | cells |
|---|---|
| counter | 5 |
| drawn_paddle_1 | 1 |
| paddle1_y | 7 |
| paddle2_y | 7 |
| x_out | 2 |
| y_out | 7 |
-- cell usage after synthesis (3+ instances only) --
| cell type | n | area [µm²] |
|---|---|---|
| nand4_1 | 5 | 31.28 |
| nor2_1 | 10 | 37.54 |
| a21o_1 | 3 | 22.52 |
| nor2b_1 | 3 | 18.77 |
| mux2_2 | 4 | 45.04 |
| a21oi_1 | 20 | 100.1 |
| edfxtp_1 | 9 | 270.3 |
| ha_1 | 29 | 362.9 |
| nand2_1 | 21 | 78.83 |
| xnor2_1 | 14 | 122.6 |
| xor2_1 | 5 | 43.79 |
| nor3_1 | 6 | 30.03 |
| mux2i_1 | 9 | 90.09 |
| inv_1 | 21 | 78.83 |
| nand3b_1 | 3 | 22.52 |
| nand3_1 | 7 | 35.03 |
| buf_4 | 22 | 165.2 |
| o211ai_1 | 3 | 22.52 |
| clkbuf_8 | 3 | 41.29 |
| o21ai_0 | 5 | 25.02 |
| dfxtp_1 | 20 | 400.4 |
| or3_1 | 3 | 18.77 |
-- what timing repair did --
action,CTS,global route
setup buffers,0,1
pin swaps,0,9
setup endpoints to repair,1,7
resized,1,19
hold buffers,0,0
-- power breakdown --
part | leakage [nW] | switching, W | internal (W)
Sequential | 0.244 | 0.000142 | 0.000527
Clock | 0.0515 | 0.000144 | 0.000225
Combinational | 1.04 | 0.000597 | 0.000703
Total | 1.33 | 0.000883 | 0.00146
-- per-stage QoR --
stage               hold WS (ns)  setup WS, ns  TNS [ns]  std cells  total power, W
global route              0.5330      -0.05791   -0.1401        407        0.002559
detailed placement        0.4864      0.007856         0        398        0.001913
CTS                       0.4976       0.04236         0        406        0.002300
floorplan                 0.4064       0.02213         0        290        0.001507
finish                    0.4915        0.1387         0        407        0.002338
global placement          0.4674       0.04370         0        398        0.001899
Power figures rest on the tool's default switching activity, not on a simulated workload.
